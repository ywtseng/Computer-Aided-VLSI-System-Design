File: flow/design.v
module alu(
             clk_p_i,
             reset_n_i,
             data_a_i,
             data_b_i,
             inst_i,
             data_o
             );
      input           clk_p_i;
      input           reset_n_i;
      input   [7:0]   data_a_i;
      input   [7:0]   data_b_i;
      input   [2:0]   inst_i;
      output reg  [15:0]  data_o;
      reg     [15:0]   ALU_d2_w;
      reg     [7:0]    data_a_d1_r;
      reg     [7:0]    data_b_d1_r;
      reg     [2:0]    inst_d1_r;
      always@ (data_a_d1_r or data_b_d1_r or inst_d1_r )
      begin
          case(inst_d1_r)
            3'b000:    ALU_d2_w = {{8{data_a_d1_r[7]}}, data_a_d1_r}+{{8{data_b_d1_r[7]}}, data_b_d1_r};
            3'b001:    ALU_d2_w = {{8{data_b_d1_r[7]}}, data_b_d1_r}-{{8{data_a_d1_r[7]}}, data_a_d1_r};
            3'b010:    ALU_d2_w = {{8{data_a_d1_r[7]}}, data_a_d1_r}*{{8{data_b_d1_r[7]}}, data_b_d1_r};
            3'b011:    ALU_d2_w = {8'b0,data_a_d1_r[7:0]}&{8'b0,data_b_d1_r[7:0]};
            3'b100:    ALU_d2_w = {8'b0,data_a_d1_r[7:0]}^{8'b0,data_b_d1_r[7:0]};
            3'b101:    
					if(data_a_d1_r[7]==1)
					begin
						ALU_d2_w = ~{{8{data_a_d1_r[7]}}, data_a_d1_r}+1; 
					end
					else
					begin
						ALU_d2_w = {{8{data_a_d1_r[7]}}, data_a_d1_r}; 
					end
            3'b110:    ALU_d2_w = {{8'b0,data_b_d1_r[7:0]}+{8'b0,data_a_d1_r[7:0]}}/2;
            3'b111:    ALU_d2_w = {8'b0,data_b_d1_r[7:0]}%{8'b0,data_a_d1_r[7:0]};
            default:  ;
          endcase
      end
      always@(posedge clk_p_i or negedge reset_n_i)
      begin
          if (reset_n_i == 1'b0)
          begin
              data_a_d1_r <= 0;
              data_b_d1_r <= 0;
              inst_d1_r <= 0;
              data_o <= 0;
          end
          else
          begin
              data_a_d1_r <= data_a_i;
              data_b_d1_r <= data_b_i;
              inst_d1_r <= inst_i;
              data_o <= ALU_d2_w;
          end
      end
endmodule
File: flow/run.sh
#!/bin/bash
# OpenROAD 26Q1-2900-gdf79404cd8, Yosys 0.63+post, stock flow scripts
make -C /OpenROAD-flow-scripts/flow DESIGN_CONFIG=/design/flow/config.mk WORK_HOME=/design/flow/orfs finish
File: flow/config.mk
export PLATFORM = sky130hd
export DESIGN_NAME = alu
export DESIGN_NICKNAME = alu
export VERILOG_FILES = /design/flow/design.v
export SDC_FILE = /design/flow/constraint.sdc
export NUM_CORES = 4
export LEC_CHECK = 1
export CORE_UTILIZATION = 30
File: flow/constraint.sdc
current_design alu

set clk_period 20.9
set clk_io_pct 0.2

create_clock -name clk0 -period $clk_period [get_ports {clk_p_i}]

set non_clock_inputs [all_inputs -no_clocks]
set_input_delay [expr $clk_period * $clk_io_pct] -clock clk0 $non_clock_inputs
set_output_delay [expr $clk_period * $clk_io_pct] -clock clk0 [all_outputs]
==> impl_table.tex <==
% Generated from flow reports
\begin{tabular}{lr}
\hline
Metric & Value \\
\hline
\multicolumn{2}{l}{\textbf{Worst setup path}} \\
\quad Launch instance of the worst register-to-register path & data\_b\_d1\_r[6]\$\_DFF\_PN0\_ \\
\quad Cell at the slowest stage of the critical path & or4bb\_4 \\
\quad Number of buffers and inverters on the critical path & 29 \\
\quad Largest fanout on the critical path & 11 \\
\quad Flop2flop setup slack & -4850 ps \\
\quad Signal arrival time at the worst endpoint & 25900 ps \\
\quad Cell repeated most along the worst path & buf\_4 \\
\quad Classification of the worst setup path & register to register \\
\quad Kind of start point of the critical path & register \\
\quad Setup crit end & data\_o[11]\$\_DFF\_PN0\_ \\
\quad Peak per-stage delay on the critical path & 560 ps \\
\quad Required @ worst endpoint & 21050 ps \\
\quad FF-to-FF path depth & 145 \\
\quad Critical path depth in cells & 145 \\
\quad Top cell family by delay on the critical path & AND-OR/OR-AND gates \\
\quad FF-to-FF End & data\_o[11]\$\_DFF\_PN0\_ \\
\quad Crit path launch & data\_b\_d1\_r[6]\$\_DFF\_PN0\_ \\
\quad Endpoint class of the critical path & register \\
\multicolumn{2}{l}{\textbf{Finish}} \\
\quad Area taken by multi-input logic gates & 10420 µm² \\
\quad Layout fillers & 2994 \\
\quad Number of non-filler instances in the completed layout & 2375 \\
\quad Sequential cell area & 878.3 µm² \\
\quad P\&R area growth vs syn & 59.48\% \\
\quad Share of final-layout standard cells stronger than drive strength 1 & 0.4120 \\
\multicolumn{2}{l}{\textbf{Routing}} \\
\quad DRC errors left & 0 \\
\quad Detailed-route via count & 12410 \\
\quad Ratio of routed vias to standard cells & 5.226 \\
\quad Initial detailed-routing violation count & 598 \\
\quad Number of detailed-routing iterations run before antenna repair & 5 \\
\quad Routed wire length & 38390 µm \\
\quad Number of antenna-violating nets in the routed design & 0 \\
\quad Number of antenna repair diodes & 0 \\
\quad Drt wl/cell & 16.17 µm \\
\multicolumn{2}{l}{\textbf{Die}} \\
\quad Initial core utilization & 0.3077 \\
\quad Die outline area & 36460 µm² \\
\quad Core Box Area & 34800 µm² \\
\quad Rows & 68 \\
\quad Vertical die dimension & 190.9 µm \\
\quad Top-level I/O count & 37 \\
\quad Die Span X & 190.9 µm \\
\multicolumn{2}{l}{\textbf{Yosys}} \\
\quad Count of different cell masters after synthesis & 99 \\
\quad Biggest area consumer among synthesized cells & ha\_1 \\
\quad Most common cell in the netlist & ha\_1 \\
\quad Synthesized registers & 35 \\
\quad Most frequent cells after synthesis & ha\_1, nor2\_1, inv\_1, nand2\_1, a21oi\_1 \\
\quad Number of warning messages in the yosys log & 1 \\
\quad Yosys Chip Area & 10710 µm² \\
\quad Mean post-synth cell area & 7.909 µm² \\
\quad Count of library flops with an enable pin & 0 \\
\quad Synth area leaders & ha\_1, fa\_1, dfrtp\_1 \\
\quad Synthesized cell area & 10710 µm² \\
\quad Main flop type & dfrtp\_1 \\
\quad Cell total in the yosys stat output & 1354 \\
\quad Share of the synthesized area in the top cell type & 0.1741 \\
\quad Async set or reset register ratio after synthesis & 1.000 \\
\quad Part of the Yosys area used for sequential elements & 0.08179 \\
\quad Instance tally after logic synthesis & 1354 \\
\multicolumn{2}{l}{\textbf{Placed design}} \\
\quad Global placement routability congestion & 0.9686 \\
\quad Buffers on Ports & 36 \\
\quad Detailed Place HPWL & 28260 µm \\
\quad Post-Place Worst Slack & -5247 ps \\
\quad Count of placed standard cells including taps & 2211 \\
\multicolumn{2}{l}{\textbf{Clock tree}} \\
\quad Worst skew pair latency & 300 ps \\
\quad CTS tree & done \\
\quad Maximum number of buffers from clock root to sink & 2 \\
\quad Number of clock sinks & 35 \\
\quad Clock transition at the register clock pins on the worst setup and hold paths after CTS & 60 ps \\
\quad CTS Buf Count & 5 \\
\quad Deepest level of the CTS H-tree & 2 \\
\quad CTS root buffer & clkbuf\_16 \\
\multicolumn{2}{l}{\textbf{Status}} \\
\quad Run status & finished, violations left \\
\quad Violations in the final reports & negative setup slack \\
\multicolumn{2}{l}{\textbf{Job}} \\
\quad Tool warning count & 40 \\
\quad Number of maximum-capacitance constraint violations & 0 \\
\multicolumn{2}{l}{\textbf{Global routing}} \\
\quad First-pass GRT wire length & 61510 µm \\
\quad GRT Total Usage & 0.2143 \\
\quad Initial antenna violation count & 0 \\
\quad Pin count of the biggest net entering global routing & 36 \\
\quad Vias in the first global route & 12140 \\
\quad Grt total ovfl & 0 \\
\multicolumn{2}{l}{\textbf{Final timing}} \\
\quad Transition time of the tightest slew-check pin & 826.3 ps \\
\quad Final Slew Violations & 0 \\
\quad Slew headroom & 0.4491 \\
\quad Clk\_skew & 5.215 ps \\
\quad Number of endpoints with negative hold slack in the final report & 0 \\
\quad Setup repair after global routing missed its margin & yes \\
\quad Final Setup Violations & 16 \\
\quad Setup ws final & -4847 ps \\
\quad Fmax & 38.84 MHz \\
\quad Share of the cycle needed by the critical path after routing & 1.232 \\
\quad Tmin final & 25750 ps \\
\multicolumn{2}{l}{\textbf{Hold path}} \\
\quad Type of the tightest min-delay check & register to register \\
\hline
\end{tabular}
==> stage by stage <==
step	utilization	TNS (ps)	cell area, µm²	hold WS [ps]
2_1_floorplan	-	-85440	11230	808.6
3_3_place_gp	0.4290	-77100	14930	889.9
3_5_place_dp	0.4290	-82350	14930	884.5
4_1_cts	0.4704	-71620	16370	920.1
5_1_grt	0.4908	-97450	17080	956.3
6_report	0.4908	-76030	17080	923.4
==> cells by family after synthesis <==
| group | after synthesis | share of synthesized area |
|---|---|---|
| AOI/OAI and AO/OA | 394 | 0.2603 |
| xor gates and xnor gates | 81 | 0.06625 |
| adders and majority gates | 208 | 0.2834 |
| buffers and inverters | 149 | 0.05503 |
| DFF | 35 | 0.08179 |
| muxes | 48 | 0.04977 |
| other | 1 | 0.0003502 |
| and+or+nand+nor | 438 | 0.2031 |
==> layout by cell type, fill, tap and decap left out, types with 43 or more instances in the layout <==
master | synthesis | routed
a21oi_1 | 86 | 70
buf_4 | 3 | 545
o21a_1 | 45 | 43
xnor2_1 | 51 | 51
nand2_1 | 93 | 87
inv_1 | 96 | 91
nor3_1 | 58 | 46
ha_1 | 149 | 125
nor2_1 | 128 | 118
fa_1 | 58 | 57
==> tightest hold or removal path, delay by kind of cell, from the launching register on <==
| family | cells | cell delay (ps) |
|---|---|---|
| AOI/OAI and AO/OA | 2 | 270 |
| buffers and inverters | 1 | 280 |
| DFF | 1 | 320 |
==> registers in the layout, summed over array words and instances, names as in the netlist <==
name and flops:
data_o 16, data_a_d1_r 8, data_b_d1_r 8, inst_d1_r 3
==> how the worst min path moves through the flow <==
stage	start	endpoint	slack, ps	cells past startpoint
4_1_cts	inst_d1_r[1]$_DFF_PN0_	data_o[6]$_DFF_PN0_	920	3
5_1_grt	inst_d1_r[1]$_DFF_PN0_	data_o[6]$_DFF_PN0_	960	3
6_report	inst_d1_r[1]$_DFF_PN0_	data_o[6]$_DFF_PN0_	920	3
==> repair_timing <==
action	in CTS	in global routing
endpoints found under the hold margin	0	0
endpoints found under the setup margin	16	16
pin swaps	98	106
hold buffers	0	0
resized	69	76
buffers inserted	117	39
cloned	1	0
==> area by class of cell <==
class	instances	area share
clock buffer	6	0.008132
clock inverter	2	0.002271
inverter	103	0.02315
multi-input combinational	1178	0.6099
sequential	35	0.05143
tap	455	0.03333
timing repair buffer	596	0.2718
==> per-layer routing <==
| metal | up-vias | GRT usage | share of wire |
|---|---|---|---|
| met5 | - | 0 | 0 |
| met4 | 0 | 0.04400 | 0.029 |
| met3 | 64 | 0.03126 | 0.057 |
| met2 | 347 | 0.3560 | 0.47 |
| met1 | 5913 | 0.2976 | 0.44 |
| li1 | 6088 | - | - |
